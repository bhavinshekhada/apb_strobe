`flow/config.mk`:
```
export PLATFORM = sky130hd
export DESIGN_NAME = apb_master
export DESIGN_NICKNAME = apb_master
export VERILOG_FILES = /design/flow/design.v
export SDC_FILE = /design/flow/constraint.sdc
export NUM_CORES = 4
export LEC_CHECK = 1
export CORE_UTILIZATION = 40
```
`flow/constraint.sdc`:
```
current_design apb_master

set clk_period 3.8
set clk_io_pct 0.2

create_clock -name clk0 -period $clk_period [get_ports {pclk}]

set non_clock_inputs [all_inputs -no_clocks]
set_input_delay [expr $clk_period * $clk_io_pct] -clock clk0 $non_clock_inputs
set_output_delay [expr $clk_period * $clk_io_pct] -clock clk0 [all_outputs]
```
`flow/design.v`:
```
module apb_master(
input              pclk,
input              valid,      
input              ext_psel,   
input              ext_write,  
input [31:0]       ext_addr,    
input   wire       pready,     
input [31:0]       slv_prdata,
input [31:0]       slv_pwdata,  
input [1:0]        pstrobe,                             
output             psel,       
output             penable,  
output             pwrite,
output [31:0]      pwdataa, 
output [31:0]      prdata,     
output [31:0]      paddr,
output [1:0]            strobe,
output             master_ready
);
reg                r_penable=0;
reg [31:0]         r_prdata=0;
reg [31:0]          r_pwdataa;
reg [1:0]          r_ext_psel;
reg [31:0]         r_ext_addr= 0;
reg                r_ext_write;  
reg [1:0]          r_strobe;    
reg [1:0]          p_state=2'd0;
parameter          IDLE = 2'd0;
parameter          SETUP = 2'd1;
parameter          ACCESS = 2'd2;
always @(posedge pclk) begin
    case (p_state)
       IDLE :       begin               
                        r_penable <= 0;       
                        r_ext_psel <= 3'd0;
                        p_state <= valid ? SETUP : IDLE;  
                    end
      SETUP : begin
              r_penable <= 0;
              r_ext_psel <= ext_psel;
              r_ext_addr <= ext_addr;
              r_ext_write <= ext_write;   
              p_state <= ACCESS;
            end
      ACCESS : begin           
                      r_penable <= 1'b1;
                    if(r_ext_write == 1) begin   
                    r_strobe   <= pstrobe;
                    r_pwdataa <= slv_pwdata;
                    end
                    else if (r_ext_write==0)
                      begin
                        r_prdata <= slv_prdata;
                      end
                    if(pready) begin
                    p_state <= IDLE;
                    r_penable <= 1'b0;
                    end
                    else
                    p_state <=ACCESS;
                end
      default: p_state <= IDLE; 
    endcase
  end     
 assign penable = r_penable;
 assign psel = r_ext_psel;
 assign pwrite = r_ext_write;
 assign paddr = r_ext_addr;
 assign prdata = r_prdata;
 assign pwdataa= r_pwdataa;
 assign strobe = r_strobe;
 assign master_ready = pready;
endmodule
```
`flow/run.sh`:
```
#!/bin/bash
# OpenROAD 26Q1-2900-gdf79404cd8, Yosys 0.63+post, stock flow scripts
make -C /OpenROAD-flow-scripts/flow DESIGN_CONFIG=/design/flow/config.mk WORK_HOME=/design/flow/orfs finish
```
==> results.txt <==
Flow results follow.

STA puts the critical path data required time at 3.04 ns. The final critical-path share of the clock period is 65.93%. CTS reports a maximum clock tree buffer depth of 2. The number of flip-flops and latches in the synthesized netlist is 103. Max-slew check failures listed in the final report amount to 0.

The reg-to-reg setup timing slack is 2.10 ns. The number of global-route vias before repair is 1,897. Looking at the max-slew report, the worst-margin pin has a slew of 0.7421 ns. Total power for the finished layout comes to 2.706 mW. The flow reports that combinational logic draws 20.6% of the design power.

Traced cell by cell, the critical path runs through clkdlybuf4s50_1 > clkdlybuf4s50_1. The largest single stage delay on the critical path is 0.51 ns. The library cell appearing most often on the critical path is sky130_fd_sc_hd__clkdlybuf4s50_1. The normalized max-slew margin is 50.30%.

The tool warning count for the run is 26. The yosys warning tally is 1. After synthesis, the largest area contributor takes up 96.61% of total cell area.

Setup repair after global routing left no endpoint under its margin. The number of setup buffers added after CTS is 0. The TritonCTS clock tree is done. sky130_fd_sc_hd__edfxtp_1 takes more of the synthesized area than any other cell.

The number of inserted diodes is 0. The routed layout reports a DRC error count of 0. The clock latency on the worst-skew pair is 0.35 ns. The fraction of power consumed by sequential logic is 57.6%. Summed over all nets, wire length on met2 after detailed routing comes to 2919 µm. For reference, the final report shows the hold violation count at 0. The tree built by TritonCTS fans out to 103 sinks.

In this run the cell area measured after placement is 0.005330 mm². The layout stage reports a final design area of 0.005502 mm². For this run, the detailed router reports a per-instance via density of 4.248. The mean area per synthesized cell is 27.30 µm². The largest net degree at the start of global routing is 35. After synthesis, the chip area reported by Yosys is 0.003139 mm². The flow measured a signed area growth from synthesis to layout of 75.25%. The script logs the mean routed wire length per placed instance as 15.36 µm. The setup path with the least slack is of type in -> out. The count of buffers inserted at the top-level ports is 204. The class of the tightest hold or removal check is reg -> reg. For this run, the top clock speed supported by timing is 0.3992 GHz. CTS built an H-tree with a depth of 3. The clock network accounts for 21.7% of the total power. The cell family contributing the most delay on the critical path is buffers and inverters.

In this run the full chip footprint comes out at 0.008207 mm². The post-synthesis cell count from yosys is 115. The worst clock skew on the final layout is 0.007968 ns. The number of antenna violations at the first check in global routing is 0.

The final-layout setup total negative slack is 0 ns. The post-placement worst setup slack is 1.309 ns. The final critical-path setup slack is 1.295 ns. The register clock-pin slew on the reported worst setup and hold paths is 0.09 ns. The number of DRC markers after the initial detailed-route iteration is 78.

The overall via count from detail_route is 1,852. The total congestion overflow after global routing is 0. For this design, the CTS-stage hold fixing added 0 buffers. The final cell count without fillers is 436. VDD sags by at most 0.2580 mV. The length of the first detailed-routing pass in iterations is 3.

The number of buffers created by CTS is 9. In the placement report, post-DP HPWL is listed as 5152 µm. The power density over the cells is 491.9 mW/mm².

After synthesis, flip-flops and latches occupy 97.89% of the total area. Setup violations remaining at the end of the flow were counted as 0. In this run the remaining antenna-violating nets after routing total 0. The number of rows in the core area is 31. The report lists the number of cells resized after CTS as 0. The global-route wire length before repair is 10,310 µm. The fraction of final layout cells with drive strength greater than 1 is 6.231%.

The count of buffer and inverter cells on the critical path is 2. The internal cell power is 2.139 mW. Across the run, the number of max-cap violations was 0. In this run the count of I/O pins placed on the die edge is 205. Per the OpenROAD power report, leakage power amounts to 1.878 nW. The cell total after placement is 420. The synthesis report lists the most area-consuming cells as sky130_fd_sc_hd__edfxtp_1 97%, sky130_fd_sc_hd__dfxtp_1 1.3%, sky130_fd_sc_hd__nor2_1 0.36%, sky130_fd_sc_hd__nor2b_2 0.28%, sky130_fd_sc_hd__buf_4 0.24%.

After technology mapping, the gate count stands at 115. For this configuration, the core starts out at a cell density of 42.37%. The highest routing layer actually used is met4. The share of total power consumed by net switching is 20.96%. The wire length on met1 is 2398 µm. The arrival time at the worst endpoint is 1.75 ns.

The switching power is 567.1 µW. The largest fanout of any net on the critical path is 3. The slowest stage of the critical path belongs to the cell sky130_fd_sc_hd__clkdlybuf4s50_1.

Before any placement, the netlist area is recorded as 0.003139 mm². The flow ran to the end, and the final reports show no timing, DRC or antenna violations. The worst setup path is launched from a primary input. The chip height is 90.59 µm. In the detailed route, the total length drawn on met3 is 1174 µm. After layout, the minimum clock period comes to 2.505 ns.

The global placer's final weighted congestion is 0.7636. The total wire length after detailed routing is 6699 µm. Total global-route track usage over all layers is 18.49%. STA classifies the critical path endpoint as an output pin. After floorplanning, the core was sized to cover 0.007408 mm². The number of library cell types mapped by synthesis is 11.

The floorplan step set the die width to 90.59 µm. The tree is rooted in a sky130_fd_sc_hd__clkbuf_8.
cell usage in the layout (no fill, tap or decap), types with 2 or more instances in the layout:
master / netlist / routed
sky130_fd_sc_hd__clkbuf_8: 0 / 9
sky130_fd_sc_hd__buf_4: 1 / 3
sky130_fd_sc_hd__inv_1: 2 / 2
sky130_fd_sc_hd__clkinv_2: 0 / 2
sky130_fd_sc_hd__inv_6: 0 / 2
sky130_fd_sc_hd__edfxtp_1: 101 / 101
sky130_fd_sc_hd__dfxtp_1: 2 / 2
sky130_fd_sc_hd__clkdlybuf4s50_1: 0 / 204
kinds of logic after synthesis:
family	Yosys count	synth area share [%]
AND/OR/NAND/NOR	8	1.395
AND-OR/OR-AND	1	0.2392
buffers and inverters	3	0.4785
flip-flops	103	97.89
power groups by stage:
stage,sequential (mW),clock [mW],combinational [mW]
final,1.56,0.588,0.559
after global routing,1.58,0.651,0.607
after CTS,1.56,0.610,0.571
Yosys cell counts:
cell and n:
sky130_fd_sc_hd__edfxtp_1 101, sky130_fd_sc_hd__nor2_1 3, sky130_fd_sc_hd__dfxtp_1 2, sky130_fd_sc_hd__inv_1 2, sky130_fd_sc_hd__and2_1 1, sky130_fd_sc_hd__buf_4 1, sky130_fd_sc_hd__nand2_1 1, sky130_fd_sc_hd__nand2b_1 1
sky130_fd_sc_hd__nor2b_2 1, sky130_fd_sc_hd__nor3b_1 1, sky130_fd_sc_hd__o21bai_1 1
area by class of cell:
type | count | area (µm²)
sequential | 103 | 3073
timing repair buffer | 207 | 2064
fill | 467 | 1907
clock buffer | 9 | 123.9
tap | 99 | 123.9
multi-input combinational | 9 | 61.31
clock inverter | 7 | 47.55
inverter | 2 | 7.507
through the flow:
step / hold slack [ns] / utilization [%]
finish: 0.4705 / 74.26
global route: 0.4882 / 74.26
floorplan: 0.4257 / -
detailed placement: 0.4546 / 71.95
CTS: 0.4709 / 74.26
global placement: 0.4423 / 71.95
metal layers:
layer  up-vias  global-route usage [%]
li1        886                       -
met1       811                   28.18
met2       139                   25.44
met3        16                   11.20
met4         0                   4.704
met5         -                       0
flip-flops by register name, summed over array words and instances (netlist names):
name,cells
p_state,2
r_ext_addr,32
r_ext_psel,1
r_ext_write,1
r_penable,1
r_prdata,32
r_pwdataa,32
r_strobe,2
final timing paths:
kind | start | to | cells past startpoint
setup / recovery | pready | master_ready | 2
setup reg to reg | p_state[0] | r_ext_addr[24] | 2
hold / removal | p_state[0] | p_state[0] | 1
hold reg to reg | p_state[0] | p_state[0] | 1
No activity file was given, so power comes from the tool's default toggle rates.
