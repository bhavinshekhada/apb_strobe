File: /design/flow/run.sh
#!/bin/bash
# OpenROAD 26Q1-2900-gdf79404cd8, Yosys 0.63+post, stock flow scripts
make -C /OpenROAD-flow-scripts/flow DESIGN_CONFIG=/design/flow/config.mk WORK_HOME=/design/flow/orfs finish
File: /design/flow/config.mk
export PLATFORM = sky130hd
export DESIGN_NAME = apb_slave
export DESIGN_NICKNAME = apb_slave
export VERILOG_FILES = /design/flow/design.v
export SDC_FILE = /design/flow/constraint.sdc
export NUM_CORES = 4
export LEC_CHECK = 1
export CORE_UTILIZATION = 50
File: /design/flow/constraint.sdc
current_design apb_slave

set clk_period 4.0
set clk_io_pct 0.2

create_clock -name clk0 -period $clk_period [get_ports {pclk}]

set non_clock_inputs [all_inputs -no_clocks]
set_input_delay [expr $clk_period * $clk_io_pct] -clock clk0 $non_clock_inputs
set_output_delay [expr $clk_period * $clk_io_pct] -clock clk0 [all_outputs]
File: /design/flow/design.v
    module apb_slave(
    input                   pclk,
    input                   preset_n,       
    input                   psel,           
    input                   penable,        
    input                   pwrite,         
    input wire[31:0]        paddr,          
    input wire[31:0]        pwdata,         
    input[1:0]              p_strobe,
    input                   u_busy,
    output wire [31:0]      pwdata_out,
    output wire [31:0]      prdata_out,
    output reg              dv,
    output reg              pready       
);
  reg [7:0] pready_counter = 8'b0;  
  reg [1:0] s_state = 2'b00;     
  reg [31:0] data_latch;
  reg [31:0] temp;
  parameter IDLE  = 2'b00;
  parameter WRITE = 2'b01;
  parameter READ  = 2'b10;
  always @(posedge pclk or negedge preset_n) begin
    if (~preset_n) begin
      s_state <= IDLE;
      pready <= 1'b0;
    end else begin
      case (s_state)
        IDLE: begin
          dv <= 0;
          pready <= 0;
          if (penable && pwrite) begin
            s_state <= WRITE;
          end else if (penable && ~pwrite) begin
            s_state <= READ;
          end
        end
        WRITE: begin
            if (psel && penable && pwrite && (pready_counter == 0) && !u_busy) begin
                case (p_strobe)
                    2'b00: data_latch[7:0] <= pwdata[7:0];  
                    2'b01: data_latch[15:0] <= pwdata[15:0];  
                    2'b10: data_latch[23:0] <= pwdata[23:0];  
                    2'b11: data_latch[31:0] <= pwdata[31:0];  
                endcase
                dv <= 1;
                pready <= 1'b1;
                s_state <= IDLE;
                pready_counter <= 1;  
            end else if (!psel || !penable || !pwrite) begin
                s_state <= IDLE;
                pready_counter <= 0;  
            end else if (pready) begin
                pready_counter <= pready_counter + 1;  
            end
        end
        READ: begin
         dv <= 1'b0;
          if (psel && penable && ~pwrite) begin
            temp <= data_latch;  
            pready <= 1'b1;
            s_state <= IDLE;
          end
        end
      endcase
    end
  end
  assign prdata_out = temp;
  assign pwdata_out = data_latch;
endmodule
==> flow_summary.ini <==
; implementation run metrics
[worst_setup_path]
timing.critical_path.slowest_cell_delay_ns = 0.45
buf_inv_stages_crit_path = 2
timing.critical_path.cells = clkdlybuf4s50_1 -> or4_4 -> or3_4 -> nor2_2 -> buf_4 -> and3_1
critical_path_peak_fanout = 11
cpMaxStageDelayCell = sky130_fd_sc_hd__or4_4
critical_path_required_ns = 3.98
critical_path_class = primary input to flip-flop
critical_path.endpoint_type = flip-flop
timing.critical_path.from_type = primary input
cpLargestDelayFamily = simple AND/OR/NAND/NOR gates
worst_ep_arrival_time_ns = 2.77

[clock_network]
clk_path_buf_depth = 2
clock_latency_ns = 0.33
htree_num_levels = 3
clkTransAtPathRegs_ns = 0.07
post_cts.resized_instances = 0
cts_hold_buf = 0
postCtsSetupBuffers = 0
cts_made_buffers = 9
cts_tree = yes
ctsRootBufferMaster = sky130_fd_sc_hd__clkbuf_8
clock_sink_count = 76

[synth]
synthMostInstantiatedCell = sky130_fd_sc_hd__edfxtp_1
postSynthRegisterBits = 76
avgSynthCellArea_um2 = 19.83
synth.yosys.seq_area_share_pct = 84.08
top_cells_by_count = sky130_fd_sc_hd__edfxtp_1 (73), sky130_fd_sc_hd__nor2_1 (11), sky130_fd_sc_hd__inv_1 (7)
yosysTopAreaCell = sky130_fd_sc_hd__edfxtp_1
synth_cell_type_count = 25
yosys_cells = 136
share_of_yosys_cell_area_claimed_by_the_top_area_cell_type_pct = 81.30
yosys_synthesis_chip_area_um2 = 2696
postSynthCellCount = 136
ys_dominant_reg_cell = sky130_fd_sc_hd__edfxtp_1
postSynth.asyncResetShare_pct = 3.947
ys_top_cells_by_area = sky130_fd_sc_hd__edfxtp_1 (81%), sky130_fd_sc_hd__dfrtp_1 (2.8%), sky130_fd_sc_hd__ha_1 (2.8%)
ys_warn_count = 1
syn-cell-area_um2 = 2696
edff_count_synth = 73

[floorplanning]
fp_util_pct = 52.46
std_cell_rows = 26
die_height_um = 75.44
fp.dieW_um = 75.44
floorplan.die_area_um2 = 5690
core_area_um2 = 5140
num_io_pins = 138

[global_route]
antenna_found_initial = 0
grt_start_max_net_pins = 33
grt_remaining_overflow = 0
vias_in_the_first_global_route = 1562
grt_util_all_layers_pct = 23.01
grt_pass1_wl_um = 8404

[drt]
routedWlPerCell_um = 18.47
detail_route.wirelength_um = 6076
drt-initial-drc-count = 67
drc_errors = 0
detail-route-antenna-nets = 0
detail_route.first_pass.iterations = 4
via_per_inst = 4.964
num_antenna_cells = 0
vias = 1633

[final_timing]
rsz0062_at_grt = no
finalSetupTns_ns = 0
max_slew.worst_pin.slew_ns = 0.6346
hold_slack_ns = 0.4477
final_hold_viol_count = 0
finClkSkew_ns = 0.01141
report.final.slew_viol_count = 0
slew_headroom_pct = 57.53
maxClockFrequency_ghz = 0.3579
layout_min_cycle_time_ns = 2.794
finalSetupViolations = 0
finalClockPeriodUsage_pct = 69.86

[status]
result_of_the_run = finished, final reports clean

[min_path]
hold_path.class = flip-flop to flip-flop

[finish]
filler_cells_inserted = 303
ff_latch_area_um2 = 2267
mi_logic_area_um2 = 405.4
layout-area-overhead-vs-synth_pct = 52.39
layout-drive-gt1-share_pct = 9.266
final_core_util_pct = 79.94

[power_and_ir_drop]
power_per_cell_area_nw_per_um2 = 462.6
power_leakage_uw = 0.001434
worst_ir_drop_vdd_mv = 0.3863

[job]
openroad.warnings = 62
max-cap-violations = 0

[placement]
gp_congestion = 0.7957
hpwlAfterDp_um = 4138
io_port_bufs = 105
-- where the power goes --
| part | total [µW] | switching [µW] | internal [µW] |
|---|---|---|---|
| combinational | 234 | 97.6 | 137 |
| sequential | 938 | 24.9 | 913 |
| clock | 729 | 252 | 477 |
| total | 1900 | 374 | 1530 |
-- registers in the layout (all words and copies together), names as in the netlist --
register and cells:
pready_counter 8, pready 1, data_latch 32, s_state 2, temp 32, dv 1
-- stage by stage --
step | total power, µW | std cells | cell area (µm²) | worst slack (ns)
after floorplan | 1082 | 136 | 2696 | 1.238
after detailed placement | 1188 | 313 | 3852 | 0.8594
after global placement | 1178 | 313 | 3852 | 0.9097
after global routing | 1975 | 329 | 4109 | 1.181
after CTS | 1915 | 329 | 4109 | 1.216
final | 1901 | 329 | 4109 | 1.206
-- metal layers --
| layer | track usage, % | vias to the layer above | routed length [µm] |
|---|---|---|---|
| met2 | 31.05 | 86 | 2765 |
| met4 | 6.173 | 0 | 102 |
| li1 | - | 749 | - |
| met1 | 38.67 | 786 | 2449 |
| met3 | 10.99 | 12 | 759 |
| met5 | 0 | - | 0 |
-- kinds of logic after synthesis --
family | Yosys count | synth area share, %
xor+xnor | 6 | 1.949
simple gates | 30 | 6.125
buf+inv | 7 | 0.9747
fa+ha+maj | 6 | 2.784
mux | 3 | 1.206
compound gates | 8 | 2.877
flops | 76 | 84.08
-- layout by cell type, fill, tap and decap left out, drive strengths merged, types with 2 or more instances in the layout --
cell type,netlist,final
xor2,5,5
and3,3,3
mux2,2,2
clkbuf,0,11
inv,7,7
dfrtp,3,3
clkdlybuf4s50,0,105
a21oi,2,2
nor2,12,12
ha,6,6
nand3,6,6
bufinv,0,4
nand3b,2,2
buf,0,2
nand2,3,3
edfxtp,73,73
-- final cells by class --
| type | count | area share, % |
|---|---|---|
| sequential | 76 | 55.18 |
| timing repair buffer | 107 | 25.94 |
| multi-input combinational | 53 | 9.866 |
| clock buffer | 11 | 3.197 |
| clock inverter | 5 | 3.045 |
| tap | 70 | 2.132 |
| inverter | 7 | 0.6395 |
-- worst reg2reg max path, delay by kind of cell, from the launching register on --
family	cells	cell delay [ns]
and+or+nand+nor	4	1.37
DFF	1	0.49
buffers and inverters	2	0.31
adders and majority gates	1	0.13
-- final timing paths --
| kind | depth (start not counted) | start | slack [ns] | to |
|---|---|---|---|---|
| setup / recovery | 6 | u_busy | 1.21 | data_latch[28] |
| max in group asynchronous | 1 | preset_n | 3.10 | pready |
| hold reg to reg | 0 | data_latch[21] | 0.45 | temp[21] |
| setup reg to reg | 7 | pready_counter[0] | 1.36 | data_latch[28] |
| hold / removal | 0 | data_latch[21] | 0.45 | temp[21] |
| min in group asynchronous | 1 | preset_n | 0.70 | s_state[1] |
Power figures rest on the tool's default switching activity, not on a simulated workload.
